===== design/flow/run.sh =====
#!/bin/bash
# OpenROAD 26Q1-2900-gdf79404cd8, Yosys 0.63+post, stock flow scripts
make -C /OpenROAD-flow-scripts/flow DESIGN_CONFIG=/design/flow/config.mk WORK_HOME=/design/flow/orfs finish

===== design/flow/config.mk =====
export PLATFORM = sky130hd
export DESIGN_NAME = CORDIC_sin_cos
export DESIGN_NICKNAME = CORDIC_sin_cos
export VERILOG_FILES = /design/flow/design.v
export SDC_FILE = /design/flow/constraint.sdc
export NUM_CORES = 4
export LEC_CHECK = 1
export CORE_UTILIZATION = 40

===== design/flow/constraint.sdc =====
current_design CORDIC_sin_cos

set clk_period 17.5
set clk_io_pct 0.2

create_clock -name clk0 -period $clk_period [get_ports {clock}]

set non_clock_inputs [all_inputs -no_clocks]
set_input_delay [expr $clk_period * $clk_io_pct] -clock clk0 $non_clock_inputs
set_output_delay [expr $clk_period * $clk_io_pct] -clock clk0 [all_outputs]

===== design/flow/design.v =====
module CORDIC_LUT(N, value);
	input [4:0] N;
	output signed [31:0] value;
	wire signed [31:0] atan_LUT [0:30];
	assign atan_LUT[00] = 32'b00100000000000000000000000000000;  
	assign atan_LUT[01] = 32'b00010010111001000000010100011101;  
	assign atan_LUT[02] = 32'b00001001111110110011100001011011;  
	assign atan_LUT[03] = 32'b00000101000100010001000111010100;  
	assign atan_LUT[04] = 32'b00000010100010110000110101000011;
	assign atan_LUT[05] = 32'b00000001010001011101011111100001;
	assign atan_LUT[06] = 32'b00000000101000101111011000011110;
	assign atan_LUT[07] = 32'b00000000010100010111110001010101;
	assign atan_LUT[08] = 32'b00000000001010001011111001010011;
	assign atan_LUT[09] = 32'b00000000000101000101111100101110;
	assign atan_LUT[10] = 32'b00000000000010100010111110011000;
	assign atan_LUT[11] = 32'b00000000000001010001011111001100;
	assign atan_LUT[12] = 32'b00000000000000101000101111100110;
	assign atan_LUT[13] = 32'b00000000000000010100010111110011;
	assign atan_LUT[14] = 32'b00000000000000001010001011111001;
	assign atan_LUT[15] = 32'b00000000000000000101000101111101;
	assign atan_LUT[16] = 32'b00000000000000000010100010111110;
	assign atan_LUT[17] = 32'b00000000000000000001010001011111;
	assign atan_LUT[18] = 32'b00000000000000000000101000101111;
	assign atan_LUT[19] = 32'b00000000000000000000010100011000;
	assign atan_LUT[20] = 32'b00000000000000000000001010001100;
	assign atan_LUT[21] = 32'b00000000000000000000000101000110;
	assign atan_LUT[22] = 32'b00000000000000000000000010100011;
	assign atan_LUT[23] = 32'b00000000000000000000000001010001;
	assign atan_LUT[24] = 32'b00000000000000000000000000101000;
	assign atan_LUT[25] = 32'b00000000000000000000000000010100;
	assign atan_LUT[26] = 32'b00000000000000000000000000001010;
	assign atan_LUT[27] = 32'b00000000000000000000000000000101;
	assign atan_LUT[28] = 32'b00000000000000000000000000000010;
	assign atan_LUT[29] = 32'b00000000000000000000000000000001;
	assign atan_LUT[30] = 32'b00000000000000000000000000000000;
	assign value = atan_LUT[N];
endmodule
module CORDIC_sin_cos (clock, strobe_in, angle, strobe_out, cos, sin);
	parameter XY_SZ = 16;
	localparam STG = XY_SZ;
	parameter signed [XY_SZ-1:0] Xin = 32000/1.647;
	parameter signed [XY_SZ-1:0] Yin = 0;
	input clock;
	input strobe_in;
	input signed [31:0] angle;
	output strobe_out;
	output signed [XY_SZ:0] cos;
	output signed [XY_SZ:0] sin;
	reg signed [XY_SZ:0] X;
	reg signed [XY_SZ:0] Y;
	reg signed [31:0] Z;
	wire signed [XY_SZ:0] X_;
	wire signed [XY_SZ:0] Y_;
	wire signed [31:0] Z_;
	reg [4:0] N;
	reg state = 0, prev_state = 0;
	reg prev_strobe_in = 0;
	wire signed [31:0] cordic_atan_value;
	CORDIC_LUT CORDIC_atan_LUT(N, cordic_atan_value);
	always @(posedge clock) begin
		prev_strobe_in <= strobe_in;
		prev_state <= state;
		if(!prev_strobe_in & strobe_in) begin
			N<=0;
			state <=1;			
		end
		else if(state) begin
			if(N < STG)
				N<=N+1;
			else
				state <= 0;
		end
	end
	wire [1:0] quadrant = angle[31:30];
	assign X_ = (N!=0)? X : ((quadrant == 2'b01)? -Yin : ((quadrant == 2'b10)? -Yin: Xin));
	assign Y_ = (N!=0)? Y : ((quadrant == 2'b01)? Xin : ((quadrant == 2'b10)? -Xin: Yin));
	assign Z_ = (N!=0)? Z : ((quadrant == 2'b01)? {2'b00,angle[29:0]} : ((quadrant == 2'b10)? {2'b11,angle[29:0]}: angle));
	always @(posedge clock) begin
		if(!prev_strobe_in & strobe_in) begin
			X <= 0;
			Y <= 0;
			Z <= 0;
		end
		else if(state) begin
			if (Z_[31]) begin
				X <= X_ + (Y_ >>> N);
				Y <= Y_ - (X_ >>> N);
				Z <= Z_ + cordic_atan_value;
			end
			else begin
				X <= X_ - (Y_ >>> N);
				Y <= Y_ + (X_ >>> N);
				Z <= Z_ - cordic_atan_value;
			end
		end
	end
	assign cos = X;
	assign sin = Y;
	assign strobe_out = prev_state & !state;
endmodule

==> results.yml <==
# generated from flow reports
status:
  status: "complete, no violations"
clock_network:
  cts_hold_buf: 0
  cts.htree.levels: 3
  cts_resized: 0
  clock_sinks: 74
  cts-root-buf: "clkbuf_16"
  cts_buffer_depth: 2
  cts_made_buffers: 9
  path_clk_slew_ps: 70
  cts_tree: "yes"
  clk_latency_ps: 360
  post-cts-setup-buffers: 0
critical_path:
  critical_path_required_ps: 17720
  cpMaxStageDelayCell: "or4b_2"
  arrival_ps: 9570
  crit_chain: "clkdlybuf4s50_1 -> inv_1 -> ha_1 -> or4b_2 -> o22ai_1 -> o21ai_0 -> mux4_2 -> o21a_1 -> ha_1 -> nor2_1 -> xnor2_1 -> ha_1 -> a211oi_1 -> o21ai_0 -> a21oi_1 -> o21ai_0 -> o41ai_1 -> o21ai_0 -> a31oi_1 -> xnor3_1 -> mux2i_1 -> nor2_1"
  crit_end: "Y[16]$_SDFFE_PP0P_"
  worstPathMaxFanout: 7
  r2r_start: "N[0]$_SDFFE_PP0P_"
  worstSetupStartpointType: "input pin"
  slowest_delay_ps: 710
  r2r_end: "Y[16]$_SDFFE_PP0P_"
  crit_path_end_kind: "flip-flop"
  crit_start: "angle[31]"
  ff2ff_setup_slack_ps: 9830
  reg2reg_depth: 25
  worst_path_most_repeated_cell: "o21ai_0"
  path_class: "in2reg"
placement:
  io_buffers: 68
  place_hpwl_mm: 26.0
  dpl_cell_area_um2: 11400
  dp_cells: 1824
  gp_congestion: 0.975
  pre_cts_slack_ps: 7830
die:
  die.size.y_um: 164
  fp.dieW_um: 164
  core_area_um2: 25500
  row_count: 58
  fp-utilization_pct: 41.2
  die-area_um2: 26900
  ios: 69
yosys:
  ys_async_sr_fraction_pct: 0
  ff_type: "dfxtp_1"
  synth_area_um2: 10500
  ys_seq_share_pct: 14.1
  synth_warnings: 3
  edf_count: 0
  synth-seq-cells: 74
  synth_area_per_cell_um2: 7.00
  yosysCellCount: 1498
  yosys_area_um2: 10500
  synth.distinct_cells: 84
  netlist_instances: 1498
final_timing:
  timing.final.ws_setup_ps: 8150
  tns_ps: 0
  fin_crit_sh_pct: 53.5
  tightest_slew_ps: 944
  rsz0062_at_grt: "no"
  slew_viol_final: 0
  max_slew_margin_pct: 36.4
  fin_crit_ps: 9350
  finClkSkew_ps: 10.6
  setup_viol: 0
  hold_viol: 0
  fmax_mhz: 107
drt:
  ant_nets: 0
  via_per_inst: 6.01
  wire_per_inst_um: 19.9
  drt-pass1-iter-count: 7
  wl_mm: 36.6
  drc_errors: 0
  route.vias.total: 11054
  drt_iter0_markers: 979
  antenna_cells: 0
layout:
  fillers: 2598
  final_area_um2: 11700
  layout.cells.non_filler: 1840
  regArea_um2: 1490
  comb_area_um2: 8480
  syn_to_final_growth_pct: 11.9
  drive_gt1_share_pct: 7.02
grt:
  grt_first_pass_wirelength_mm: 58.2
  grt_pass1_vias: 10323
  grt_max_degree: 60
  grt.total_usage_pct: 28.6
  antenna_found_initial: 0
  globalRouteOverflowTotal: 0
flow_run:
  cap_violations: 0
  warning_count: 32
worst_hold_path:
  min_path_type: "reg2reg"
sequential cells by signal, summed over array words and instances (netlist names):
signal          count
state               1
X                  17
Y                  17
prev_state          1
prev_strobe_in      1
Z                  32
N                   5
worst max-delay path: cells and delay by family:
| family | cells | cell delay, ps |
|---|---|---|
| AOI/OAI and AO/OA | 10 | 2500 |
| buffers and inverters | 2 | 590 |
| adders and majority gates | 3 | 980 |
| muxes | 2 | 640 |
| xor gates and xnor gates | 2 | 470 |
| and+or+nand+nor | 3 | 910 |
layout by cell type, fill, tap and decap left out, types with 22 or more instances in the layout:
cell type	Yosys	routed
dfxtp_1	74	69
ha_1	76	76
a21o_1	31	31
a21oi_1	113	113
nand2_1	240	240
o21ai_0	94	94
a211oi_1	22	22
clkdlybuf4s50_1	0	68
nor3_1	27	27
xnor2_1	51	51
xor2_1	47	47
a31oi_1	23	23
nor2_1	174	174
nand3_1	43	43
buf_4	1	29
mux2i_1	67	67
inv_1	32	32
synthesized netlist by cell type (15+ instances only):
library cell / number / share of area [%]
a211oi_1: 22 / 1.6
a21o_1: 31 / 2.2
a21oi_1: 113 / 5.4
a31oi_1: 23 / 1.4
and2_1: 17 / 1.0
buf_1: 16 / 0.57
clkbuf_1: 69 / 2.5
dfxtp_1: 74 / 14
ha_1: 76 / 9.1
inv_1: 32 / 1.1
mux2_2: 15 / 1.6
mux2i_1: 67 / 6.4
mux4_2: 17 / 3.7
nand2_1: 240 / 8.6
nand2b_1: 17 / 1.0
nand3_1: 43 / 2.1
nor2_1: 174 / 6.2
nor2b_1: 16 / 0.95
nor3_1: 27 / 1.3
o21ai_0: 94 / 4.5
xnor2_1: 51 / 4.3
xor2_1: 47 / 3.9
cell type report:
cell class | instances | share of cell area (%)
clock inverters | 5 | 0.683
repair buffers | 97 | 7.66
flip-flops and latches | 74 | 12.7
well taps | 330 | 3.52
clock buffers | 11 | 1.98
multi-input cells | 1288 | 72.3
inverters | 35 | 1.12
routing by layer:
| metal | global-route usage [%] | share of wire [%] |
|---|---|---|
| met5 | 0 | 0 |
| met4 | 6.23 | 2.6 |
| met3 | 5.87 | 8.4 |
| met2 | 42.6 | 42 |
| met1 | 42.7 | 47 |
how the worst min path moves through the flow:
stage                 slack (ps)  depth (start not counted)                 end                from
after global routing         500                          2  Z[20]$_SDFFE_PP0P_  Z[20]$_SDFFE_PP0P_
after CTS                    470                          2  Z[27]$_SDFFE_PP0P_  Z[27]$_SDFFE_PP0P_
final                        470                          2  Z[27]$_SDFFE_PP0P_  Z[27]$_SDFFE_PP0P_
kinds of logic after synthesis:
family	share of synthesized area [%]
fa+ha+maj	9.64
compound gates	25.1
mux	11.8
simple gates	25.7
buf+inv	5.20
flops	14.1
xor+xnor	8.40
stage by stage:
step                util [%]  hold WS [ps]
global route            46.0           505
floorplan                  -           349
global placement        44.8           452
CTS                     46.0           472
finish                  46.0           470
detailed placement      44.8           461
